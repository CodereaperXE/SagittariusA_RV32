[/design/flow/run.sh]
#!/bin/bash
# OpenROAD 26Q1-2900-gdf79404cd8, Yosys 0.63+post, stock flow scripts
make -C /OpenROAD-flow-scripts/flow DESIGN_CONFIG=/design/flow/config.mk WORK_HOME=/design/flow/orfs finish
[/design/flow/config.mk]
export PLATFORM = sky130hd
export DESIGN_NAME = main
export DESIGN_NICKNAME = main
export VERILOG_FILES = /design/flow/design.v
export SDC_FILE = /design/flow/constraint.sdc
export NUM_CORES = 4
export LEC_CHECK = 1
export CORE_UTILIZATION = 40
[/design/flow/constraint.sdc]
current_design main

set clk_period 4.8
set clk_io_pct 0.2

create_clock -name clk0 -period $clk_period [get_ports {CLK}]

set non_clock_inputs [all_inputs -no_clocks]
set_input_delay [expr $clk_period * $clk_io_pct] -clock clk0 $non_clock_inputs
set_output_delay [expr $clk_period * $clk_io_pct] -clock clk0 [all_outputs]
[/design/flow/design.v]
module memory_controller(
    input [23:0] addr,               
    input we,                        
    input clk,                       
    input [31:0] data_in,            
    output wire [31:0] data_out,     
    output reg ce,                   
    output reg sck,                  
    input so,                        
    output wire si,                  
    input reset,                     
    output op_r,                     
    output [6:0] c,                  
    output ledg,                     
    output ledr                      
);
localparam IDLE = 1'b0, BUSY = 1'b1;
reg state = IDLE;
reg [6:0] counter = 7'd0;
reg [7:0] cmd = 8'd0;
reg [31:0] data = 32'd0;
localparam read_cmd= 8'h03, write_cmd = 8'h02;
assign c = counter;
assign ledr = ~si;  
assign ledg= ~so;
assign si = (counter < 8) ? cmd[7-counter] :
            (counter < 32) ? addr[31-counter] :
            (counter < 64 && we) ? data_in[63-counter] : 
            1'b0;
assign data_out = data;
assign op_r = (counter == 7'd63 && sck == 1) ? 1'b1 : 1'b0;
always@(posedge clk or posedge reset) begin
    if(reset) begin
        sck <= 1;
        ce <= 0;
        counter <= 0;
        state <= IDLE;
    end 
    else begin
        if(state == BUSY)
            if(ce)
                sck <= ~sck;
            else if(ce==0)
                sck <= 0;
        if(state == IDLE) begin
            cmd <= (we) ? write_cmd : read_cmd;  
            ce <= 1;
            state <= BUSY;
            sck <= 0;
        end
        if(ce && sck==1) begin
            if(counter>=7'd63) begin
                ce <= 0;
                counter <= 0;
                state <= IDLE;
            end
            else
                counter <= counter + 1;
        end
        if(sck==0)
            if(counter > 7'd31 && counter < 7'd64 && !we) begin
                data[63-counter] <= so;
            end
        end
end
endmodule
module clk_div_converter(
    input wire clk_in,        
    output reg clk_out        
);
    reg [25:0] counter = 0;    
    always @(posedge clk_in) begin
        if (counter == 25'd329999) begin   
            counter <= 0;
            clk_out <= ~clk_out;
        end else begin
            counter <= counter + 1;
        end
    end
endmodule
module main(
    input CLK,        
    output ICE_SO,       
    input ICE_SI,      
    output SRAM_SS,     
    output LED_R,   
    input ICE_10,  
    output LED_G,
    output ICE_SCK
);
wire clk;
reg [23:0] addr = 24'h008000;
wire button;
wire green;
assign button = ~ICE_10;
assign green = ~LED_G;
reg [31:0] data_in = 32'hf0f0f0f0;
wire [31:0] data_out;
reg we = 1;
wire [6:0] counter;
clk_div_converter cdc(
    .clk_in(CLK),
    .clk_out(clk)
);
memory_controller mem(
    .clk(clk),
    .sck(ICE_SCK),
    .addr(addr),
    .reset(button),
    .so(ICE_SI),     
    .si(ICE_SO),
    .data_in(data_in),
    .data_out(data_out),
    .we(we),
    .c(counter),
    .ce(SRAM_SS),
    .ledg(LED_G),
    .ledr(LED_R)
);
always @(posedge clk) begin
    if (counter == 7'd0) begin
        we <= ~we;
    end
end
endmodule
==> qor.csv <==
stage,metric,value,unit
run,warnings,27,
final_layout,drive_gt1_frac,0.04615,
timing,skew,5.576,ps
synth,synth-adder-area-share,0.04118,
drt,diodes,0,
synth,synthArstFlopShare,0.2500,
placed_design,dp_hpwl,2.341,mm
worst_hold_path,hp-class,reg2reg,
timing,rsz0062_at_grt,no,
critical_path,cp_data_required_time,3840,ps
drt,first_pass_iters,4,
die,pin_count,8,
timing,untimed_endpoints,19,
drt,vias,1301,
drt,final_antenna_net_count,0,
synth,ys_sh_mux,0,
timing,slew_headroom,0.6027,
synth,yosys.area.top_type,dfxtp_1,
die,die_w,69.51,µm
synth,synth.cellmix.simpleShare,0.2622,
grt,grt_usage,0.1407,
drt,drc,0,
die,dieHeight,69.51,µm
synth,ys_seq_frac,0.4894,
clocking,ctsHoldBuffers,0,
critical_path,path_class,in2out,
synth,netlist_instances,185,
clocking,cts_repair_resize_count,0,
grt,grt_pass1_wl,5.457,mm
synth,ys_ff,40,
die,num_rows,24,
power_and_ir_drop,leakagePower,0.7511,nW
synth,edf_count,4,
grt,grt_max_degree,17,
die,initial_core_util,0.4187,
synth,common_cells,"dfxtp_1, nand3_1, nor2_1, xnor2_1, inv_1",
power_and_ir_drop,ir_drop,0.1589,mV
die,die_area,4832,µm²
synth,ys_cells,185,
synth,top_area_frac,0.2855,
synth,syn_avg_cell_area,9.854,µm²
timing,slew_viol_final,0,
clocking,numCtsBuffers,3,
clocking,cts_tree,done,
synth,yosysWarnings,3,
timing,worstMarginPinSlew,590.6,ps
clocking,clk_latency,270,ps
timing,fin_crit,2812,ps
critical_path,critPathLaunchType,input pin,
synth,netlist_area,1823,µm²
timing,hold_viol,0,
power_and_ir_drop,p_per_area,179.5,nW/µm²
drt,drtIter0Drc,38,
final_layout,final_core_util,0.4601,
grt,grt_overflow,0,
clocking,cts_buffer_depth,2,
timing,max_freq,0.3556,GHz
run_status,status,completed,
grt,grt_pass1_vias,1205,
die,fp.coreArea,4354,µm²
clocking,cts_root_buf,clkbuf_8,
drt,wl,3.087,mm
synth,ys_area,1823,µm²
synth,area_leaders,"dfxtp_1, dfrtp_1, xnor2_1, edfxtp_1, nand3_1",
synth,top_cell,dfxtp_1,
clocking,post-cts-setup-buffers,0,
drt,wl_per_cell,12.50,µm
critical_path,arrival,1850,ps
critical_path,cp-end-kind,primary output,
synth,ys_types,36,
timing,unclocked_regs,13,
timing,setup_viol,0,
placed_design,port_buffers,7,
synth,synthAoiAreaFrac,0.06589,
final_layout,areaGrowthSynthToFinish,9.883,%
drt,via_per_inst,5.267,
synth,ys.flop_type,dfxtp_1,
synth,ys_sh_xor,0.1105,
timing,period_used_share,0.5859,
clocking,clkSlewWorstSetupHoldPaths,90,ps
clocking,htreeDepth,1,
placed_design,place.gp.congestion,0.8570,
timing,fin_setup_tns,0,ps
run,drv_cap,0,
critical_path,path_max_fanout,1,
synth,logic_family,simple AND/OR/NAND/NOR gates,
grt,antenna_found_initial,0,
cell families after synthesis:
group                    after synthesis
adder cells (fa/ha/maj)                6
XOR/XNOR                              23
flip-flops                            40
other                                  1
buffers and inverters                 14
AND-OR/OR-AND                         19
AND/OR/NAND/NOR                       82
stage by stage:
stage / setup slack, ps / cells / instance area, µm² / hold WS (ps) / total power [mW]
floorplan: 2867 / 185 / 1823 / 417.5 / 0.2306
global placement: 1986 / 243 / 1954 / 431.8 / 0.2345
detailed placement: 1988 / 243 / 1954 / 447.0 / 0.2346
CTS: 1982 / 247 / 2003 / 462.6 / 0.3621
global route: 1951 / 247 / 2003 / 501.0 / 0.3753
finish: 1988 / 247 / 2003 / 465.0 / 0.3595
where the power goes:
| part | internal (mW) | switching, mW | leakage (nW) |
|---|---|---|---|
| clock network | 0.0589 | 0.0714 | 0.0217 |
| logic | 0.00226 | 0.00187 | 0.373 |
| registers | 0.225 | 0 | 0.357 |
| total | 0.286 | 0.0733 | 0.751 |
placed cells by master (no fill, tap or decap), types with 4 or more instances in the layout:
| cell | count |
|---|---|
| and3_1 | 7 |
| clkdlybuf4s50_1 | 7 |
| dfrtp_1 | 9 |
| dfxtp_1 | 26 |
| edfxtp_1 | 4 |
| ha_1 | 6 |
| inv_1 | 13 |
| nand2_1 | 6 |
| nand3_1 | 20 |
| nand4_1 | 7 |
| nor2_1 | 16 |
| nor4_1 | 6 |
| o21ai_0 | 7 |
| xnor2_1 | 16 |
| xor2_1 | 7 |
path summary, 6_finish.rpt:
kind,startpoint,to,slack (ps),depth (start not counted)
setup reg to reg,cdc.counter[9]$_SDFF_PN0_,cdc.clk_out$_DFFE_PN_,2950,3
hold / removal,cdc.counter[0]$_SDFF_PN0_,cdc.counter[0]$_SDFF_PN0_,470,1
hold reg to reg,cdc.counter[0]$_SDFF_PN0_,cdc.counter[0]$_SDFF_PN0_,470,1
setup / recovery,ICE_SI,LED_G,1990,3
critical path, cell delays in order:
cell,delay (ps)
clkdlybuf4s50_1,390
inv_1,50
clkdlybuf4s50_1,450
area by class of cell:
cell class,count,area [µm²]
timing repair buffer,7,70.07
clock inverter,1,7.507
multi-input combinational,131,878.3
inverter,13,48.80
fill,398,2351
tap,52,65.06
sequential,40,892.1
clock buffer,3,41.29
sequential cells by signal (all words and copies together), names as in the netlist:
register and cells:
mem.ce 1, mem.sck 1, cdc.counter 26, mem.state 1
cdc.clk_out 1, mem.counter 7, mem.cmd 2, we 1
routing by layer:
layer / vias to the layer above / track usage / wire [µm]
met3: 2 / 0.02360 / 110
met1: 602 / 0.2359 / 1588
met4: 0 / 0.01587 / 17
met5: - / 0 / 0
li1: 679 / - / -
met2: 18 / 0.2050 / 1370
Power figures rest on the tool's default switching activity, not on a simulated workload.
