**flow/design.v**
```verilog
module clk_div_module(
    input wire clk_in,        
    output reg clk_out        
);
    reg [25:0] counter = 0;    
    always @(posedge clk_in) begin
        if (counter == 25'd329999) begin   
            counter <= 0;
            clk_out <= ~clk_out;
        end else begin
            counter <= counter + 1;
        end
    end
endmodule
```
**flow/run.sh**
```bash
#!/bin/bash
# OpenROAD 26Q1-2900-gdf79404cd8, Yosys 0.63+post, stock flow scripts
make -C /OpenROAD-flow-scripts/flow DESIGN_CONFIG=/design/flow/config.mk WORK_HOME=/design/flow/orfs finish
```
**flow/config.mk**
```make
export PLATFORM = sky130hd
export DESIGN_NAME = clk_div_module
export DESIGN_NICKNAME = clk_div_module
export VERILOG_FILES = /design/flow/design.v
export SDC_FILE = /design/flow/constraint.sdc
export NUM_CORES = 4
export LEC_CHECK = 1
export CORE_AREA = 10 10 96 96
export DIE_AREA = 0 0 106 106
```
**flow/constraint.sdc**
```tcl
current_design clk_div_module

set clk_period 5.8
set clk_io_pct 0.2

create_clock -name clk0 -period $clk_period [get_ports {clk_in}]

set non_clock_inputs [all_inputs -no_clocks]
set_input_delay [expr $clk_period * $clk_io_pct] -clock clk0 $non_clock_inputs
set_output_delay [expr $clk_period * $clk_io_pct] -clock clk0 [all_outputs]
```
==> impl_metrics.csv <==
group,metric,value,unit
outcome,status,"finished clean",
layout,layoutNonFillerInstCount,219,
clock_network,cts_inserted_buffers,3,
worst_setup_path,cp.buffers_inverters,1,
yosys,yosys.area_share.xor_xnor,0.150,
detailed_routing,viasPerCell,3.69,
yosys,yosysChipArea,0.00117,mm²
floorplan,ios,2,
worst_setup_path,cp_slowest_cell,"clkdlybuf4s50_1",
sta,finClkSkew,2.81,ps
floorplan,initial_utilization,0.162,
place,dp.cells,215,
worst_setup_path,arrival,1090,ps
yosys,top_area_cell,"dfxtp_1",
floorplan,coreArea,0.00721,mm²
detailed_routing,wl_per_cell,9.02,µm
clock_network,cts_tree,"yes",
yosys,syn_area,0.00117,mm²
floorplan,die_h,106,µm
clock_network,post-cts-setup-buffers,0,
worst_setup_path,cpLargestDelayFamily,"buffers and inverters",
sta,post-route-min-period,2250,ps
clock_network,clockBufferDepth,2,
detailed_routing,wl,1980,µm
layout,final_area,0.00134,mm²
yosys,synth-compound-area-share,0.0417,
power,powerDensity,215,mW/mm²
place,dp_hpwl,1440,µm
sta,maxSlewHeadroom,0.554,
grt,grt_antenna_before_repair,0,
worst_setup_path,cp_data_required_time,4640,ps
worst_setup_path,start_kind,"register",
layout,syn_to_final_growth,14.2,%
sta,worst_pin_slew,665,ps
layout,drive_above_1_share,0.100,
yosys,top_logic_kind,"simple AND/OR/NAND/NOR gates",
worst_setup_path,path_cells,"clkdlybuf4s50_1",
worst_setup_path,cp_max_fo,2,
floorplan,die-area,0.0112,mm²
layout,final_cell_mix,"dfxtp_1, xnor2_1, nand4_1",
job,drv_cap,0,
clock_network,post_cts_resized,0,
sta,grt_setup_unrepaired,"false",
yosys,yosys-stat-cells,117,
sta,drv_slew,0,
power,p_leak,0.423,nW
place,place_ws,3820,ps
yosys,yosys_warnings,1,
place,io_buffers,1,
worst_setup_path,crit_path_max_incr_delay,470,ps
detailed_routing,final_antenna_net_count,0,
sta,holdWs,466,ps
floorplan,placementRows,31,
sta,fin_crit_sh,0.387,
grt,grt_pass1_vias,785,
yosys,synthCells,117,
clock_network,cts.reportedPaths.clkPinSlew,80,ps
sta,tns,0,ps
place,place_area,0.00129,mm²
job,warnings,25,
hold_path,min_path_type,"reg -> reg",
detailed_routing,drtIter0Drc,27,
worst_setup_path,worst-setup-path-type,"reg -> out",
yosys,mux_area_frac,0,
detailed_routing,drc,0,
clock_network,ctsRootBufferMaster,"clkbuf_8",
yosys,adder_share,0.0107,
yosys,simple_gate_area_frac,0.308,
place,gp_routability_congestion,0.819,
yosys,top_cell_area_share,0.444,
yosys,postSynthAreaPerCell,10.0,µm²
clock_network,htreeDepth,1,
detailed_routing,drt_pass1_iterations,4,
sta,timing.final.hold_violations,0,
floorplan,die_x,106,µm
power,ir_drop,0.0747,mV
grt,grt.overflow.total,0,
clock_network,hold_buffers,0,
grt,grt_max_degree,15,
yosys,ys_seq_elements,27,
layout,lay_top_count,"dfxtp_1",
grt,grt_pass1_wl,3550,µm
detailed_routing,num_antenna_cells,0,
yosys,area_leaders,"dfxtp_1, xnor2_1, xor2_1",
sta,finalSetupViolations,0,
yosys,ys_seq_frac,0.470,
clock_network,clock.latency.late_pin,260,ps
layout,fill_cells,799,
sta,worst_slack,3550,ps
clock_network,clock-sinks,27,
sta,fmax,445,MHz
grt,grt_usage,0.0362,
detailed_routing,vias,809,
worst_setup_path,cp-end-kind,"output port",
yosys,ys_types,31,
## worst paths after layout
kind                   start    endpoint  cells past startpoint  slack (ps)
hold / removal    counter[0]  counter[0]                      1         470
setup / recovery     clk_out     clk_out                      1        3550
hold reg to reg   counter[0]  counter[0]                      1         470
setup reg to reg  counter[0]     clk_out                      4        3840
## power breakdown
| part | internal, mW | switching [mW] |
|---|---|---|
| Clock | 0.0490 | 0.0525 |
| Sequential | 0.186 | 0 |
| Combinational | 0 | 0 |
| Total | 0.235 | 0.0525 |
## flip-flops by register name, indices dropped and copies added, names as in the netlist
| register | cells |
|---|---|
| clk_out | 1 |
| counter | 26 |
## Yosys cell counts
cell       n
a21oi_1    3
and4_4     2
nand3_4    1
dfxtp_1   26
nor4b_1    2
nor3_1     3
o31ai_1    2
xnor2_1   13
and3_1     2
edfxtp_1   1
or4_4      1
buf_4      1
or4_1      1
nand3_1    8
nand4_1    9
nand2_1    7
nand3b_1   1
and4_1     2
inv_1      3
nand3_2    2
nor2_1     5
a21oi_2    1
ha_1       1
or3_1      1
nor3_2     1
buf_2      1
nor4_1     6
xor2_1     7
nor2b_1    1
and4_2     1
o21ai_0    2
## cells by family after synthesis
family	Yosys count
fa+ha+maj	1
compound gates	8
flops	27
buf+inv	5
xor+xnor	20
simple gates	56
## layout make-up
| cell class | instances | area, µm² | area share |
|---|---|---|---|
| Clock buffer | 4 | 45.0 | 0.0337 |
| Inverter | 3 | 11.3 | 0.00842 |
| Multi-Input combinational cell | 85 | 597 | 0.446 |
| Sequential cell | 27 | 551 | 0.412 |
| Tap cell | 99 | 124 | 0.0926 |
| Timing Repair Buffer | 1 | 10.0 | 0.00748 |
## metal layers
layer | vias to the layer above | share of wire | track usage
li1 | 432 | - | -
met1 | 369 | 0.50 | 0.0515
met2 | 6 | 0.46 | 0.0552
met3 | 2 | 0.029 | 0.00856
met4 | 0 | 0.011 | 0.00677
met5 | - | 0 | 0
## per-stage QoR
stage	power, mW	utilization
global route	0.301	0.185
floorplan	0.190	-
detailed placement	0.190	0.179
CTS	0.294	0.185
finish	0.288	0.185
global placement	0.190	0.179
No activity file was given, so power comes from the tool's default toggle rates.
